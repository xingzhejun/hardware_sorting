==> flow/design.v <==
module FIFO2 #(parameter WIDTH = 32)(
    input wire [WIDTH-1:0] din,
    input wire enq,                  
    input wire clk,                  
    input wire rst,                  
    input wire deq,                  
    output wire [WIDTH-1:0] dout,
    output wire empty,               
    output wire full,                
    output reg out_cnt               
    );
    reg head, tail;
    reg [1:0] cnt;
    reg [WIDTH-1:0] mem [1:0];
    assign empty = (cnt == 2'd0);
    assign full = (cnt == 2'd2);
    assign dout = mem[head];
    always @(posedge clk) begin
        if(rst) begin
            cnt <= 2'd0;
            head <= 0;
            tail <= 0;
            out_cnt <= 0;
        end else begin
            case ({enq, deq})
                2'b01: begin
                    head <= ~head;
                    cnt <= cnt - 1;
                    out_cnt = ~out_cnt;
                end
                2'b10: begin
                    mem[tail] <= din;
                    tail <= ~tail;
                    cnt <= cnt + 1;
                end
                2'b11: begin
                    mem[tail] <= din;
                    head <= ~head;
                    tail <= ~tail;
                    out_cnt = ~out_cnt;
                end
            endcase
        end
    end
endmodule
==> flow/run.sh <==
#!/bin/bash
# OpenROAD 26Q1-2900-gdf79404cd8, Yosys 0.63+post, stock flow scripts
make -C /OpenROAD-flow-scripts/flow DESIGN_CONFIG=/design/flow/config.mk WORK_HOME=/design/flow/orfs finish
==> flow/config.mk <==
export PLATFORM = sky130hd
export DESIGN_NAME = FIFO2
export DESIGN_NICKNAME = FIFO2
export VERILOG_FILES = /design/flow/design.v
export SDC_FILE = /design/flow/constraint.sdc
export NUM_CORES = 4
export LEC_CHECK = 1
export CORE_UTILIZATION = 40
==> flow/constraint.sdc <==
current_design FIFO2

set clk_period 4.4
set clk_io_pct 0.2

create_clock -name clk0 -period $clk_period [get_ports {clk}]

set non_clock_inputs [all_inputs -no_clocks]
set_input_delay [expr $clk_period * $clk_io_pct] -clock clk0 $non_clock_inputs
set_output_delay [expr $clk_period * $clk_io_pct] -clock clk0 [all_outputs]
==> results.rst <==
Implementation results
======================

.. list-table::
   :header-rows: 1

   * - Metric
     - Value
   * - Worst-path maximum fanout
     - 22
   * - Final WL
     - 4.184 mm
   * - Worst path arrival time
     - 2120 ps
   * - Sort of element at the end of the critical path
     - output pin
   * - Number of fill cells in the layout
     - 472
   * - Per-cell routed wire length
     - 14.43 um
   * - Synth Register Bits
     - 70
   * - Die extent in x
     - 82.47 um
   * - Resize count post-CTS
     - 0
   * - Fin crit period
     - 3004 ps
   * - Status
     - finished, final reports clean
   * - Proportion of register bits with asynchronous set or reset after synthesis
     - 0%
   * - Transition time at the pin with the least slew margin
     - 473.8 ps
   * - Final GP Congestion
     - 0.7184
   * - Final Max Tran Viols
     - 0
   * - Initial core utilization
     - 42.49%
   * - Worst setup path class
     - register to output pin
   * - Leftover overflow at the end of global routing
     - 0
   * - Count of routing violations after the opening detailed-route iteration
     - 43
   * - Max clock buf depth
     - 2
   * - Syn_area_per_cell
     - 19.77 um^2
   * - Number of rows created at floorplan
     - 28
   * - Number of detailed-route iterations in the first pass
     - 3
   * - Areal power density over the cells
     - 382.9 nW/um^2
   * - Clock slew at reported path FFs
     - 70 ps
   * - Post-Route Skew
     - 4.086 ps
   * - Number of ports placed on the die boundary
     - 71
   * - Setup bufs post-CTS
     - 0
   * - Kind of start point of the critical path
     - register
   * - Number of antenna repair diodes
     - 0
   * - GRT Total Usage
     - 14.28%
   * - Floorplan die area
     - 6800 um^2
   * - Hold Path Cell Cnt
     - 2
   * - Register share after synthesis
     - 78.84%
   * - Initial antenna violation count
     - 0
   * - Area of the core region
     - 6096 um^2
   * - Combined area of all synthesized cells
     - 2590 um^2
   * - Part of the cycle the worst path needs
     - 68.28%
   * - Number of clock sinks
     - 70
   * - Max-cap check violation count
     - 0
   * - Number of standard cells in the layout, taps in and fillers out
     - 290
   * - Synth Flop Type
     - edfxtp_1
   * - Via-per-instance ratio
     - 4.710
   * - Number of cell instances after yosys synthesis
     - 131
   * - Worst R2R Path Depth
     - 2
   * - Sum of negative setup slack
     - 0 ps
   * - Unrepaired setup endpoints after global routing
     - no
   * - Root Buffer Master
     - clkbuf_8
   * - Yosys warnings
     - 1
   * - Post-synthesis to final-layout area growth
     - 37.00%
   * - Rel. slew slack
     - 68.37%
   * - Antenna-violating nets left
     - 0
   * - Total leakage power
     - 1.214 nW
   * - Insertion Delay late pin
     - 320 ps
   * - Via count
     - 1366
   * - Vertical die dimension
     - 82.47 um
   * - Hold Fails Final Rpt
     - 0
   * - Pin count of the biggest net entering global routing
     - 33
   * - DPL Wire Length
     - 2.843 mm
   * - Reg-to-reg endpoint
     - mem[1][31]
   * - Maximum vdd drop
     - 0.0002611 V
   * - H-tree lvl count
     - 3
   * - F_max
     - 332.9 MHz
   * - Worst setup slack for register-to-register paths
     - 3100 ps
   * - Total setup violations reported at the end of the flow
     - 0
   * - TritonCTS buffer count
     - 9
   * - Number of placed instances, taps included
     - 275
   * - Tool warnings
     - 27
   * - Yosys Chip Area
     - 2590 um^2
   * - TritonCTS clock tree
     - yes
   * - Unique cell type count in the Yosys netlist
     - 17
   * - Type of the worst min-delay path
     - register to register
   * - Number of buffers inserted by port buffering
     - 70
   * - First-pass GRT wire length
     - 6.555 mm
   * - Hold Crit Endpoint
     - head
   * - Worst Path Required
     - 3520 ps
   * - Hold-fix buffers, CTS
     - 0
   * - Share of cells above drive strength 1
     - 22.79%
   * - Critical register-to-register path startpoint
     - tail
   * - Vias in the first global route
     - 1429
   * - Startpoint of the worst hold path
     - head
   * - Remaining routing DRC violations
     - 0
   * - Gate count of the mapped netlist
     - 131
   * - Number of flops mapped to enable cells by yosys
     - 64
-- layout make-up --
class                      instances  area (um^2)  area share (%)
sequential                        70         2042           57.55
timing repair buffer              74        730.7           20.59
multi-input combinational         54        519.2           14.63
clock buffer                      10        127.6           3.597
tap                               75        93.84           2.645
clock inverter                     5        27.53          0.7757
inverter                           2        7.507          0.2116
-- where the power goes --
| group | internal (mW) | total (mW) | switching, mW |
|---|---|---|---|
| registers | 0.761 | 0.776 | 0.0145 |
| clock network | 0.196 | 0.404 | 0.207 |
| logic | 0.126 | 0.179 | 0.0536 |
-- registers in the layout, indices dropped and copies added, names as in the netlist, named ones only --
| register | flops |
|---|---|
| head | 1 |
| cnt | 2 |
| tail | 1 |
| mem | 64 |
| out_cnt | 1 |
-- worst max-delay path, stage by stage (launching register included) --
cell,delay [ps]
dfxtp_1,610
buf_4,380
mux2_2,380
clkdlybuf4s50_1,410
-- worst max-delay path by stage --
stage | startpoint | end | depth (start not counted) | slack, ps
CTS | register | dout[26] | 3 | 1330
global route | register | dout[8] | 3 | 1230
finish | register | dout[26] | 3 | 1400
-- metal layers --
layer  vias up  part of all wire (%)  track usage (%)
li1        657                     -                -
met3         5                   9.0            7.135
met2        57                    49            22.40
met5         -                     0                0
met4         0                   1.4            1.754
met1       647                    41            19.68
-- cells in the mapped netlist (all sizes together), types with 2 or more instances --
cell type / count / area, um^2
nor2: 8 / 30.03
dfxtp: 6 / 120.1
mux2: 32 / 360.3
clkbuf: 2 / 8.750
edfxtp: 64 / 1922
buf: 3 / 22.52
ha: 3 / 37.54
inv: 2 / 7.510
xor2: 5 / 43.79
-- cells in the final DEF (no fill, tap or decap) --
cell type,Yosys,routed
inv_1,2,2
clkbuf_8,0,9
clkdlybuf4s50_1,0,70
clkinv_2,0,1
and2b_2,1,1
xor2_1,5,5
clkbuf_1,1,1
dfxtp_1,6,6
edfxtp_1,64,64
nor2_1,8,8
nor3_2,0,1
clkinv_1,0,2
ha_1,3,3
mux2_2,30,30
a21oi_1,1,1
nor3b_2,0,1
mux2_1,2,2
clkinvlp_4,0,2
or3_1,1,1
o21ai_0,1,1
buf_4,3,4
-- stage by stage --
step	power [mW]	utilization (%)	worst slack [ps]	hold slack [ps]	cell area, um^2
after global placement	0.9703	55.67	1735	480.9	3393
after detailed placement	0.9732	55.67	1691	495.9	3393
after global routing	1.434	58.21	1235	532.8	3548
after floorplan	0.8566	-	386.9	457.6	2590
final	1.359	58.21	1396	515.9	3548
after CTS	1.381	58.21	1328	511.5	3548
-- cell families (layout without fill, tap and decap cells) --
kind of cell               after synthesis  after routing  share of synthesized area (%)
DFF                                     70             70                          78.84
muxes                                   32             32                          13.91
and+or+nand+nor                         12             12                          2.222
buffers and inverters                    7             91                          1.497
xor gates and xnor gates                 5              5                          1.691
adders and majority gates                3              3                          1.449
AOI/OAI and AO/OA                        2              2                         0.3861
No activity file was given, so power comes from the tool's default toggle rates.
