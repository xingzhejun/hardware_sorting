### flow/config.mk
export PLATFORM = sky130hd
export DESIGN_NAME = SortingNetwork
export DESIGN_NICKNAME = SortingNetwork
export VERILOG_FILES = /design/flow/design.v
export SDC_FILE = /design/flow/constraint.sdc
export NUM_CORES = 4
export LEC_CHECK = 1
export CORE_UTILIZATION = 30
### flow/constraint.sdc
current_design SortingNetwork

set clk_period 26.9
set clk_io_pct 0.2

create_clock -name clk0 -period $clk_period [get_ports {clk}]

set non_clock_inputs [all_inputs -no_clocks]
set_input_delay [expr $clk_period * $clk_io_pct] -clock clk0 $non_clock_inputs
set_output_delay [expr $clk_period * $clk_io_pct] -clock clk0 [all_outputs]
### flow/run.sh
#!/bin/bash
# OpenROAD 26Q1-2900-gdf79404cd8, Yosys 0.63+post, stock flow scripts
make -C /OpenROAD-flow-scripts/flow DESIGN_CONFIG=/design/flow/config.mk WORK_HOME=/design/flow/orfs finish
### flow/design.v
module SortingNetwork (
    input wire [511:0] data_in,      
    input wire clk,                  
    input wire ena,                  
    input wire rst,                  
    output reg [511:0] data_out,    
    output wire valid                
    );
    reg [3:0] cnt;
    assign valid = (cnt >= 4'd12);
    wire [31:0] data_in_1 [0:15];
    wire [31:0] data_out_1 [0:15];
    wire [31:0] data_in_2 [0:15];
    wire [31:0] data_out_2 [0:15];
    wire [31:0] data_in_3 [0:15];
    wire [31:0] data_out_3 [0:15];
    wire [31:0] data_in_4 [0:15];
    wire [31:0] data_out_4 [0:15];
    wire [31:0] data_in_5 [0:15];
    wire [31:0] data_out_5 [0:15];
    wire [31:0] data_in_6 [0:15];
    wire [31:0] data_out_6 [0:15];
    wire [31:0] data_in_7 [0:15];
    wire [31:0] data_out_7 [0:15];
    wire [31:0] data_in_8 [0:15];
    wire [31:0] data_out_8 [0:15];
    wire [31:0] data_in_9 [0:15];
    wire [31:0] data_out_9 [0:15];
    wire [31:0] data_in_10 [0:15];
    wire [31:0] data_out_10 [0:15];
    reg [511:0] reg1, reg2, reg3, reg4, reg5, reg6, reg7, reg8, reg9, reg10;
    assign {data_in_1[0], data_in_1[1], data_in_1[2], data_in_1[3], 
            data_in_1[4], data_in_1[5], data_in_1[6], data_in_1[7], 
            data_in_1[8], data_in_1[9], data_in_1[10], data_in_1[11], 
            data_in_1[12], data_in_1[13], data_in_1[14], data_in_1[15]} = reg1;
    assign {data_in_2[0], data_in_2[1], data_in_2[2], data_in_2[3], 
            data_in_2[4], data_in_2[5], data_in_2[6], data_in_2[7], 
            data_in_2[8], data_in_2[9], data_in_2[10], data_in_2[11], 
            data_in_2[12], data_in_2[13], data_in_2[14], data_in_2[15]} = reg2;
    assign {data_in_3[0], data_in_3[1], data_in_3[2], data_in_3[3], 
            data_in_3[4], data_in_3[5], data_in_3[6], data_in_3[7], 
            data_in_3[8], data_in_3[9], data_in_3[10], data_in_3[11], 
            data_in_3[12], data_in_3[13], data_in_3[14], data_in_3[15]} = reg3;
    assign {data_in_4[0], data_in_4[1], data_in_4[2], data_in_4[3], 
            data_in_4[4], data_in_4[5], data_in_4[6], data_in_4[7], 
            data_in_4[8], data_in_4[9], data_in_4[10], data_in_4[11], 
            data_in_4[12], data_in_4[13], data_in_4[14], data_in_4[15]} = reg4;
    assign {data_in_5[0], data_in_5[1], data_in_5[2], data_in_5[3], 
            data_in_5[4], data_in_5[5], data_in_5[6], data_in_5[7], 
            data_in_5[8], data_in_5[9], data_in_5[10], data_in_5[11], 
            data_in_5[12], data_in_5[13], data_in_5[14], data_in_5[15]} = reg5;
    assign {data_in_6[0], data_in_6[1], data_in_6[2], data_in_6[3], 
            data_in_6[4], data_in_6[5], data_in_6[6], data_in_6[7], 
            data_in_6[8], data_in_6[9], data_in_6[10], data_in_6[11], 
            data_in_6[12], data_in_6[13], data_in_6[14], data_in_6[15]} = reg6;
    assign {data_in_7[0], data_in_7[1], data_in_7[2], data_in_7[3], 
            data_in_7[4], data_in_7[5], data_in_7[6], data_in_7[7], 
            data_in_7[8], data_in_7[9], data_in_7[10], data_in_7[11], 
            data_in_7[12], data_in_7[13], data_in_7[14], data_in_7[15]} = reg7;
    assign {data_in_8[0], data_in_8[1], data_in_8[2], data_in_8[3], 
            data_in_8[4], data_in_8[5], data_in_8[6], data_in_8[7], 
            data_in_8[8], data_in_8[9], data_in_8[10], data_in_8[11], 
            data_in_8[12], data_in_8[13], data_in_8[14], data_in_8[15]} = reg8;
    assign {data_in_9[0], data_in_9[1], data_in_9[2], data_in_9[3], 
            data_in_9[4], data_in_9[5], data_in_9[6], data_in_9[7], 
            data_in_9[8], data_in_9[9], data_in_9[10], data_in_9[11], 
            data_in_9[12], data_in_9[13], data_in_9[14], data_in_9[15]} = reg9;
    assign {data_in_10[0], data_in_10[1], data_in_10[2], data_in_10[3], 
            data_in_10[4], data_in_10[5], data_in_10[6], data_in_10[7], 
            data_in_10[8], data_in_10[9], data_in_10[10], data_in_10[11], 
            data_in_10[12], data_in_10[13], data_in_10[14], data_in_10[15]} = reg10;
    always @(posedge clk or posedge rst) begin
        if(rst) begin
            cnt <= 0;
        end else if (ena) begin
            reg1 <= data_in;
            reg2 <= {data_out_1[0], data_out_1[1], data_out_1[2], data_out_1[3], 
                    data_out_1[4], data_out_1[5], data_out_1[6], data_out_1[7], 
                    data_out_1[8], data_out_1[9], data_out_1[10], data_out_1[11], 
                    data_out_1[12], data_out_1[13], data_out_1[14], data_out_1[15]};
            reg3 <= {data_out_2[0], data_out_2[1], data_out_2[2], data_out_2[3], 
                    data_out_2[4], data_out_2[5], data_out_2[6], data_out_2[7], 
                    data_out_2[8], data_out_2[9], data_out_2[10], data_out_2[11], 
                    data_out_2[12], data_out_2[13], data_out_2[14], data_out_2[15]};
            reg4 <= {data_out_3[0], data_out_3[1], data_out_3[2], data_out_3[3], 
                    data_out_3[4], data_out_3[5], data_out_3[6], data_out_3[7], 
                    data_out_3[8], data_out_3[9], data_out_3[10], data_out_3[11], 
                    data_out_3[12], data_out_3[13], data_out_3[14], data_out_3[15]};
            reg5 <= {data_out_4[0], data_out_4[1], data_out_4[2], data_out_4[3], 
                    data_out_4[4], data_out_4[5], data_out_4[6], data_out_4[7], 
                    data_out_4[8], data_out_4[9], data_out_4[10], data_out_4[11], 
                    data_out_4[12], data_out_4[13], data_out_4[14], data_out_4[15]};
            reg6 <= {data_out_5[0], data_out_5[1], data_out_5[2], data_out_5[3], 
                    data_out_5[4], data_out_5[5], data_out_5[6], data_out_5[7], 
                    data_out_5[8], data_out_5[9], data_out_5[10], data_out_5[11], 
                    data_out_5[12], data_out_5[13], data_out_5[14], data_out_5[15]};
            reg7 <= {data_out_6[0], data_out_6[1], data_out_6[2], data_out_6[3], 
                    data_out_6[4], data_out_6[5], data_out_6[6], data_out_6[7], 
                    data_out_6[8], data_out_6[9], data_out_6[10], data_out_6[11], 
                    data_out_6[12], data_out_6[13], data_out_6[14], data_out_6[15]};
            reg8 <= {data_out_7[0], data_out_7[1], data_out_7[2], data_out_7[3], 
                    data_out_7[4], data_out_7[5], data_out_7[6], data_out_7[7], 
                    data_out_7[8], data_out_7[9], data_out_7[10], data_out_7[11], 
                    data_out_7[12], data_out_7[13], data_out_7[14], data_out_7[15]};
            reg9 <= {data_out_8[0], data_out_8[1], data_out_8[2], data_out_8[3], 
                    data_out_8[4], data_out_8[5], data_out_8[6], data_out_8[7], 
                    data_out_8[8], data_out_8[9], data_out_8[10], data_out_8[11], 
                    data_out_8[12], data_out_8[13], data_out_8[14], data_out_8[15]};
            reg10 <= {data_out_9[0], data_out_9[1], data_out_9[2], data_out_9[3], 
                    data_out_9[4], data_out_9[5], data_out_9[6], data_out_9[7], 
                    data_out_9[8], data_out_9[9], data_out_9[10], data_out_9[11], 
                    data_out_9[12], data_out_9[13], data_out_9[14], data_out_9[15]};
            data_out <= {data_out_10[0], data_out_10[1], data_out_10[2], data_out_10[3], 
                    data_out_10[4], data_out_10[5], data_out_10[6], data_out_10[7], 
                    data_out_10[8], data_out_10[9], data_out_10[10], data_out_10[11], 
                    data_out_10[12], data_out_10[13], data_out_10[14], data_out_10[15]};
            if (cnt >= 4'd15) begin
                cnt <= 4'd12;
            end else begin
                cnt <= cnt + 1;
            end
        end
    end
    SwitchComparator cmp1_1(data_in_1[0], data_in_1[1], data_out_1[0], data_out_1[1]);
    SwitchComparator cmp1_2(data_in_1[2], data_in_1[3], data_out_1[2], data_out_1[3]);
    SwitchComparator cmp1_3(data_in_1[4], data_in_1[5], data_out_1[4], data_out_1[5]);
    SwitchComparator cmp1_4(data_in_1[6], data_in_1[7], data_out_1[6], data_out_1[7]);
    SwitchComparator cmp1_5(data_in_1[8], data_in_1[9], data_out_1[8], data_out_1[9]);
    SwitchComparator cmp1_6(data_in_1[10], data_in_1[11], data_out_1[10], data_out_1[11]);
    SwitchComparator cmp1_7(data_in_1[12], data_in_1[13], data_out_1[12], data_out_1[13]);
    SwitchComparator cmp1_8(data_in_1[14], data_in_1[15], data_out_1[14], data_out_1[15]);
    SwitchComparator cmp2_1(data_in_2[0], data_in_2[2], data_out_2[0], data_out_2[2]);
    SwitchComparator cmp2_2(data_in_2[1], data_in_2[3], data_out_2[1], data_out_2[3]);
    SwitchComparator cmp2_3(data_in_2[4], data_in_2[6], data_out_2[4], data_out_2[6]);
    SwitchComparator cmp2_4(data_in_2[5], data_in_2[7], data_out_2[5], data_out_2[7]);
    SwitchComparator cmp2_5(data_in_2[8], data_in_2[10], data_out_2[8], data_out_2[10]);
    SwitchComparator cmp2_6(data_in_2[9], data_in_2[11], data_out_2[9], data_out_2[11]);
    SwitchComparator cmp2_7(data_in_2[12], data_in_2[14], data_out_2[12], data_out_2[14]);
    SwitchComparator cmp2_8(data_in_2[13], data_in_2[15], data_out_2[13], data_out_2[15]);
    SwitchComparator cmp3_1(data_in_3[1], data_in_3[2], data_out_3[1], data_out_3[2]);
    SwitchComparator cmp3_2(data_in_3[5], data_in_3[6], data_out_3[5], data_out_3[6]);
    SwitchComparator cmp3_3(data_in_3[9], data_in_3[10], data_out_3[9], data_out_3[10]);
    SwitchComparator cmp3_4(data_in_3[13], data_in_3[14], data_out_3[13], data_out_3[14]);
    assign data_out_3[0] = data_in_3[0];
    assign data_out_3[3] = data_in_3[3];
    assign data_out_3[4] = data_in_3[4];
    assign data_out_3[7] = data_in_3[7];
    assign data_out_3[8] = data_in_3[8];
    assign data_out_3[11] = data_in_3[11];
    assign data_out_3[12] = data_in_3[12];
    assign data_out_3[15] = data_in_3[15];
    SwitchComparator cmp4_1(data_in_4[0], data_in_4[4], data_out_4[0], data_out_4[4]);
    SwitchComparator cmp4_2(data_in_4[1], data_in_4[5], data_out_4[1], data_out_4[5]);
    SwitchComparator cmp4_3(data_in_4[2], data_in_4[6], data_out_4[2], data_out_4[6]);
    SwitchComparator cmp4_4(data_in_4[3], data_in_4[7], data_out_4[3], data_out_4[7]);
    SwitchComparator cmp4_5(data_in_4[8], data_in_4[12], data_out_4[8], data_out_4[12]);
    SwitchComparator cmp4_6(data_in_4[9], data_in_4[13], data_out_4[9], data_out_4[13]);
    SwitchComparator cmp4_7(data_in_4[10], data_in_4[14], data_out_4[10], data_out_4[14]);
    SwitchComparator cmp4_8(data_in_4[11], data_in_4[15], data_out_4[11], data_out_4[15]);
    SwitchComparator cmp5_1(data_in_5[3], data_in_5[5], data_out_5[3], data_out_5[5]);
    SwitchComparator cmp5_2(data_in_5[4], data_in_5[6], data_out_5[4], data_out_5[6]);
    SwitchComparator cmp5_3(data_in_5[10], data_in_5[12], data_out_5[10], data_out_5[12]);
    SwitchComparator cmp5_4(data_in_5[11], data_in_5[13], data_out_5[11], data_out_5[13]);
    assign data_out_5[0] = data_in_5[0];
    assign data_out_5[1] = data_in_5[1];
    assign data_out_5[2] = data_in_5[2];
    assign data_out_5[7] = data_in_5[7];
    assign data_out_5[8] = data_in_5[8];
    assign data_out_5[9] = data_in_5[9];
    assign data_out_5[14] = data_in_5[14];
    assign data_out_5[15] = data_in_5[15];
    SwitchComparator cmp6_1(data_in_6[1], data_in_6[2], data_out_6[1], data_out_6[2]);
    SwitchComparator cmp6_2(data_in_6[3], data_in_6[4], data_out_6[3], data_out_6[4]);
    SwitchComparator cmp6_3(data_in_6[5], data_in_6[6], data_out_6[5], data_out_6[6]);
    SwitchComparator cmp6_4(data_in_6[9], data_in_6[10], data_out_6[9], data_out_6[10]);
    SwitchComparator cmp6_5(data_in_6[11], data_in_6[12], data_out_6[11], data_out_6[12]);
    SwitchComparator cmp6_6(data_in_6[13], data_in_6[14], data_out_6[13], data_out_6[14]);
    assign data_out_6[0] = data_in_6[0];
    assign data_out_6[7] = data_in_6[7];
    assign data_out_6[8] = data_in_6[8];
    assign data_out_6[15] = data_in_6[15];
    SwitchComparator cmp7_1(data_in_7[0], data_in_7[8], data_out_7[0], data_out_7[8]);
    SwitchComparator cmp7_2(data_in_7[1], data_in_7[9], data_out_7[1], data_out_7[9]);
    SwitchComparator cmp7_3(data_in_7[2], data_in_7[10], data_out_7[2], data_out_7[10]);
    SwitchComparator cmp7_4(data_in_7[3], data_in_7[11], data_out_7[3], data_out_7[11]);
    SwitchComparator cmp7_5(data_in_7[4], data_in_7[12], data_out_7[4], data_out_7[12]);
    SwitchComparator cmp7_6(data_in_7[5], data_in_7[13], data_out_7[5], data_out_7[13]);
    SwitchComparator cmp7_7(data_in_7[6], data_in_7[14], data_out_7[6], data_out_7[14]);
    SwitchComparator cmp7_8(data_in_7[7], data_in_7[15], data_out_7[7], data_out_7[15]);
    SwitchComparator cmp8_1(data_in_8[4], data_in_8[8], data_out_8[4], data_out_8[8]);
    SwitchComparator cmp8_2(data_in_8[5], data_in_8[9], data_out_8[5], data_out_8[9]);
    SwitchComparator cmp8_3(data_in_8[6], data_in_8[10], data_out_8[6], data_out_8[10]);
    SwitchComparator cmp8_4(data_in_8[7], data_in_8[11], data_out_8[7], data_out_8[11]);
    assign data_out_8[0] = data_in_8[0];
    assign data_out_8[1] = data_in_8[1];
    assign data_out_8[2] = data_in_8[2];
    assign data_out_8[3] = data_in_8[3];
    assign data_out_8[12] = data_in_8[12];
    assign data_out_8[13] = data_in_8[13];
    assign data_out_8[14] = data_in_8[14];
    assign data_out_8[15] = data_in_8[15];
    SwitchComparator cmp9_1(data_in_9[2], data_in_9[4], data_out_9[2], data_out_9[4]);
    SwitchComparator cmp9_2(data_in_9[3], data_in_9[5], data_out_9[3], data_out_9[5]);
    SwitchComparator cmp9_3(data_in_9[6], data_in_9[8], data_out_9[6], data_out_9[8]);
    SwitchComparator cmp9_4(data_in_9[7], data_in_9[9], data_out_9[7], data_out_9[9]);
    SwitchComparator cmp9_5(data_in_9[10], data_in_9[12], data_out_9[10], data_out_9[12]);
    SwitchComparator cmp9_6(data_in_9[11], data_in_9[13], data_out_9[11], data_out_9[13]);
    assign data_out_9[0] = data_in_9[0];
    assign data_out_9[1] = data_in_9[1];
    assign data_out_9[14] = data_in_9[14];
    assign data_out_9[15] = data_in_9[15];
    SwitchComparator cmp10_1(data_in_10[1], data_in_10[2], data_out_10[1], data_out_10[2]);
    SwitchComparator cmp10_2(data_in_10[3], data_in_10[4], data_out_10[3], data_out_10[4]);
    SwitchComparator cmp10_3(data_in_10[5], data_in_10[6], data_out_10[5], data_out_10[6]);
    SwitchComparator cmp10_4(data_in_10[7], data_in_10[8], data_out_10[7], data_out_10[8]);
    SwitchComparator cmp10_5(data_in_10[9], data_in_10[10], data_out_10[9], data_out_10[10]);
    SwitchComparator cmp10_6(data_in_10[11], data_in_10[12], data_out_10[11], data_out_10[12]);
    SwitchComparator cmp10_7(data_in_10[13], data_in_10[14], data_out_10[13], data_out_10[14]);
    assign data_out_10[0] = data_in_10[0];
    assign data_out_10[15] = data_in_10[15];
endmodule
module SwitchComparator (
    input wire [31:0] a_in,
    input wire [31:0] b_in,
    output wire [31:0] a_out,
    output wire [31:0] b_out
    );
    assign a_out = (a_in < b_in) ? b_in : a_in;
    assign b_out = (a_in < b_in) ? a_in : b_in;
endmodule
==> out/results.env <==
CTS-BUFFERS-INSERTED=623
SYNTH_FLOP_COUNT=5636
SYNTH.YOSYS.NUM_CELLS=16889
HPWL_DP_MM=696
SYNTH.LIB_CELLS_USED.DISTINCT=50
MIN_FROM='reg10[508]'
CRITICAL_PATH_PEAK_FANOUT=138
GRT_MAX_DEGREE=139
GRT_PASS1_VIAS=144357
DRT_ITER0_DRC=9286
DETAIL_ROUTE.WIRELENGTH_MM=849
DP_CELLS=29463
CLOCKBUFFERDEPTH=4
TIMING.HOLD.WORST_PATH_DEPTH=0
TYPE_OF_ORIGIN_OF_THE_CRITICAL_PATH='input port'
PERIOD_UTILISATION_LAYOUT=0.429
CORE.ROWCOUNT=345
POST-SYNTH-TOP-AREA-FRACTION=0.637
SYNTH_AREA_PER_CELL_SQ_UM=15.7
GP_CONGESTION=1.00
TRITONCTS_CLOCK_TREE='built'
CRITPATHREQUIREDTIME_NS=27.60
CRIT_FAMILY='buffers and inverters'
CLOCK_SINK_COUNT=5636
WORSTMARGINPINSLEW_NS=0.891
COUNT_OF_BUFFER_AND_INVERTER_CELLS_ON_THE_CRITICAL_PATH=9
CRITICAL_PATH.MAX_STAGE_DELAY_NS=0.77
POWER_mW=22.0
WORSTPATHARRIVAL_NS=12.25
CRITICAL_PATH.REG2REG.STARTPOINT='reg7[224]'
ROUTE.VIAS.TOTAL=143274
TOTAL_OF_BUFFERS_PLACED_ON_INPUT_AND_OUTPUT_PORTS=1027
ENABLE_FLOP_CELLS=5632
ROUTE.DETAILED.WL_PER_INST_UM=27.7
CORE_REGION_AREA_SQ_UM=882000
ADDER_SHARE=0.0921
SLEW_VIOLATIONS=0
FF_TYPE='edfxtp_1'
TRACK_USAGE=0.199
SYNTH_ASYNC_SR_FLOP_SHARE=0.000710
SYNTH_SEQ_SHARE=0.637
XOR_SHARE=0
SETUP.WORST_PATH.END_CLASS='flop'
SYN2LAYOUT_AREA_GROWTH_PCT=17.2
SYNTH.TOP_CELLS.BY_COUNT='5632 x edfxtp_1, 3879 x mux2_2, 1962 x inv_1'
CTS-ROOT-BUF='clkbuf_16'
FINAL_DESIGN_AREA_NO_FILL_SQ_UM=311000
TIMING.MAX_SLEW.REL_SLACK=0.406
CRIT_PATH_FREQUENT_CELL='buf_4'
PERIOD_NEEDED_NS=11.54
GRT_FIRST_PASS_WIRELENGTH_MM=1150
DIE_H_UM=943
SKEW_NS=0.0848
CTS_SETUP_BUFFERS=0
OUTCOME='finished, final reports clean'
TOPCOMBFAMILYBYAREA='multiplexers'
POWER.STATIC_LEAKAGE_nW=116
CTS_CLOCK_PIN_SLEW_FOR_THE_WORST_SETUP_AND_HOLD_PATHS_NS=0.06
GRT_REMAINING_OVERFLOW=0
TIMING.CRITICAL_PATH.DEPTH=10
SETUP.WORST_PATH.CLASS='in -> reg'
GRT_SETUP_UNREPAIRED='false'
POSTCTSRESIZEDCELLS=0
VDD_IR_DROP_MAX_mV=0.0513
SYNTH-COMPOUND-AREA-SHARE=0.0343
SYNTHMOSTINSTANTIATEDCELL='edfxtp_1'
SYNTHTOPCELLSBYAREA='edfxtp_1 64%, mux2_2 16%, ha_1 9.2%'
NON_FILLER_CELLS_FINAL=30669
ANT_NETS=0
SYN_INST=16889
HOLD_CLASS='reg -> reg'
DRCVIOLATIONCOUNT=0
SETUP_VIOL=0
OPENROAD.WARNINGS=59
MUX_AREA_FRAC=0.171
CRITICAL_PATH.CELL_CHAIN='clkdlybuf4s50_1 > nor2b_4 > buf_4 > buf_4 > buf_12 > buf_4 > buf_4 > buf_12 > buf_4 > buf_4'
FMAX_GHz=0.0866
TIMING.CRITICAL_PATH.FROM='ena'
SYNTH_AREA_LEADER_CELL='edfxtp_1'
CP_SLOWEST_CELL='buf_4'
FP_UTIL=0.301
IO_PINS=1028
PLACED_AREA_SQ_UM=290000
GRT_ANTENNA_BEFORE_REPAIR=165
P_PER_CELL_AREA_nW_PER_UM2=70.8
DIE_AREA_SQ_UM=889000
FF2FF_PATH_DEPTH=9
SYNTH_AREA_SQ_UM=266000
CTS.HOLD.BUFFERS_ADDED=0
SYNTH_CHIP_AREA_SQ_UM=266000
CAP_VIOL_MAX_COUNT=0
HTREE_LEVELS=6
DIE-WIDTH_UM=943
SETUP_TOTAL_NEGATIVE_SLACK_NS=0
DRIVE_GT1_FRAC=0.274
DRT_PASS1_ITERATIONS=6
CLOCK_LATENCY_NS=1.15
FINALHOLDVIOLATIONS=0
YOSYSWARNINGS=1
POST_DRT_VIA_CELL_RATIO=4.67
SYNTH_SIMPLE_GATE_AREA_SHARE=0.0296
-- power by group --
| part | internal, mW | leakage (nW) | switching (mW) |
|---|---|---|---|
| combinational | 1.15 | 52.8 | 1.36 |
| sequential | 10.3 | 52.9 | 0.500 |
| clock | 5.03 | 10.1 | 3.65 |
| total | 16.5 | 116 | 5.51 |
-- cells by family (layout without fill, tap and decap cells) --
| logic type | after synthesis | count (layout) |
|---|---|---|
| compound gates | 1383 | 1383 |
| fa+ha+maj | 1954 | 1954 |
| buf+inv | 2383 | 4299 |
| flops | 5636 | 5636 |
| mux | 4003 | 4003 |
| other cells | 0 | 66 |
| simple gates | 1530 | 1530 |
-- worst register-to-register path, cell delays in order, from the launching register on --
cell	delay [ns]
edfxtp_1	0.88
nand2b_1	0.31
a31oi_1	0.26
nor3_1	0.09
nor3_1	0.21
o31a_1	0.14
buf_4	0.27
o311a_2	0.74
buf_4	0.62
mux2_2	0.66
-- sequential cells by signal (all words and copies together), names as in the netlist --
register / flops
data_out: 512
reg10: 512
reg1: 512
reg2: 512
reg3: 512
reg4: 512
reg5: 512
reg6: 512
reg7: 512
reg8: 512
reg9: 512
cnt: 4
-- metal layers --
layer | track usage | vias to the layer above | wire length [um]
li1 | - | 67369 | -
met1 | 0.264 | 68900 | 336000
met2 | 0.277 | 5695 | 356000
met3 | 0.126 | 1158 | 124000
met4 | 0.0565 | 152 | 31800
met5 | 0.00687 | - | 1470
-- stage by stage --
stage	utilization	setup slack (ns)	hold slack, ns
after global placement	0.329	14.34	0.401
after CTS	0.352	15.40	0.361
after detailed placement	0.329	14.20	0.405
final	0.353	15.36	0.382
after floorplan	-	-62.84	0.400
after global routing	0.352	14.93	0.388
-- area by class of cell --
| cell class | count | area, sq um |
|---|---|---|
| tap | 11798 | 14800 |
| sequential | 5636 | 169000 |
| timing repair buffer | 1197 | 11700 |
| antenna | 66 | 165 |
| clock buffer | 718 | 16100 |
| clock inverter | 422 | 5010 |
| fill | 82393 | 571000 |
| inverter | 1962 | 7360 |
| multi-input combinational | 8870 | 86900 |
-- placed cells by master (no fill, tap or decap), types with 161 or more instances in the layout --
cell,netlist,routed
nor2_1,161,161
edfxtp_1,5632,5632
buf_4,7,162
mux2_2,3879,3879
a21oi_1,585,585
ha_1,1954,1954
clkbuf_16,0,628
inv_1,1962,1962
nand3_1,266,266
clkdlybuf4s50_1,0,1027
o21ai_0,176,176
nand2_1,453,453
nand4_1,258,258
-- path summary, 6_finish.rpt --
| path | slack [ns] | endpoint |
|---|---|---|
| worst min register to register | 0.38 | data_out[508] |
| worst min-delay path | 0.38 | data_out[508] |
| min in group asynchronous | 4.55 | cnt[0] |
| max in group asynchronous | 22.20 | cnt[3] |
| worst max register to register | 22.38 | reg8[237] |
| worst max-delay path | 15.36 | reg1[293] |
Power and IR drop assume default switching activity.
