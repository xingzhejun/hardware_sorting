==> design.v <==
module MergeComparator(
    input wire [31:0] din_1,    
    input wire [31:0] din_2,
    input wire valid_1,
    input wire valid_2,
    input wire full,             
    output wire [31:0] dout,
    output wire enq,             
    output wire deq_1,           
    output wire deq_2            
    );
    wire cmp = (din_1 < din_2);
    assign dout = cmp ? din_1 : din_2;
    assign enq = (!full && valid_1 && valid_2);
    assign deq_1 = cmp && enq;
    assign deq_2 = !cmp && enq;
endmodule
==> run.sh <==
#!/bin/bash
# OpenROAD 26Q1-2900-gdf79404cd8, Yosys 0.63+post, stock flow scripts
make -C /OpenROAD-flow-scripts/flow DESIGN_CONFIG=/design/flow/config.mk WORK_HOME=/design/flow/orfs finish
==> config.mk <==
export PLATFORM = sky130hd
export DESIGN_NAME = MergeComparator
export DESIGN_NICKNAME = MergeComparator
export VERILOG_FILES = /design/flow/design.v
export SDC_FILE = /design/flow/constraint.sdc
export NUM_CORES = 4
export LEC_CHECK = 1
export CORE_AREA = 10 10 110 110
export DIE_AREA = 0 0 120 120
==> constraint.sdc <==
current_design MergeComparator

set clk_period 6.7
set clk_io_pct 0.2

create_clock -name clk0 -period $clk_period

set non_clock_inputs [all_inputs -no_clocks]
set_input_delay [expr $clk_period * $clk_io_pct] -clock clk0 $non_clock_inputs
set_output_delay [expr $clk_period * $clk_io_pct] -clock clk0 [all_outputs]
==> impl_metrics.csv <==
group,metric,value,unit
flow_run,total_number_of_warnings_across_the_stage_logs,32,
setup_path,cp.arrival,4.62,ns
pwr,p_sw_share,30.6,%
sta,timing_max_transition_violations_final,0,
synthesis,synth.cellmix.adderShare,28.9,%
pwr,switching_power,0.0568,mW
sta,period_needed,5.96,ns
place,placement.io_buffers,102,
pwr,irDropWorstVdd,0.0285,mV
sta,finalSetupViolations,0,
sta,grt_setup_unrepaired,"false",
detailed_routing,detail_route.drc_violations,0,
cells_and_area,filler_cells,1054,
floorplanning,num_rows,36,
cells_and_area,final_core_utilization,25.7,%
sta,timing.final.hold_violations,0,
setup_path,worst-endpoint-required,5.36,ns
detailed_routing,via_per_inst,3.63,
flow_run,max_cap_viol_count,0,
floorplanning,top_level_ports,102,
floorplanning,fp.dieArea,14400,sq um
synthesis,yosys.area_share.aoi,14.3,%
setup_path,crit_path_start,"din_2[7]",
cells_and_area,n_clock_buffer,0,
synthesis,syn_avg_cell_area,9.02,sq um
worst_hold_path,hold_path_depth,4,
synthesis,syn-cell-area,1340,sq um
pwr,p_int,0.129,mW
setup_path,path_max_fanout,26,
floorplanning,initial_core_utilization,13.7,%
floorplanning,die_width,120,um
synthesis,synth.yosys.num_cells,149,
detailed_routing,antenna_left,0,
global_route,number_of_global_route_vias_before_repair,1426,
sta,max_clock_freq,0.168,GHz
sta,whs,3.60,ns
detailed_routing,routed_wire_length_per_instance,11.9,um
detailed_routing,insertedDiodeCount,0,
global_route,grt_first_pass_wirelength,7070,um
sta,timing_worst_slew_pin_value,0.454,ns
place,gpl.final_weighted_congestion,0.736,
place,dpl.cell_count,383,
setup_path,crit_path_start_kind,"input pin",
detailed_routing,number_of_detailed_route_iterations_in_the_first_pass,4,
pwr,combinationalPowerShare,100.0,%
pwr,p_leak,1.20,nW
synthesis,netlist.area_leader.share,31.3,%
clock_network,post-cts-setup-buffer-count,0,
synthesis,netlist_instances,149,
pwr,seq_power_share,0,%
run_status,result_of_the_run,"finished, final reports clean",
cells_and_area,syn_to_final_growth,87.0,%
sta,timing.setup.tns,0,ns
synthesis,synth.area.top_cells,"sky130_fd_sc_hd__mux2_4, sky130_fd_sc_hd__ha_1, sky130_fd_sc_hd__inv_1",
detailed_routing,detailedRoute.firstIterationViolations,24,
synthesis,synthXorXnorAreaFrac,0,%
setup_path,timing_worst_setup_path_type,"in2out",
cells_and_area,finish.cell_count_without_fillers,383,
detailed_routing,routed_wirelength,4560,um
worst_hold_path,min-delay-start,"valid_1",
sta,maxSlewHeadroom,69.7,%
global_route,grt_start_max_net_pins,27,
synthesis,post_synth_mux_area_share,34.6,%
synthesis,yosys.stat.chipArea,1340,sq um
cells_and_area,logic_area,1190,sq um
floorplanning,core_region_area,9770,sq um
pwr,clock_power_share,0,%
global_route,globalRoute.totalOverflow,0,
cells_and_area,layout.sequential_cells,0,
synthesis,yosysSeqAreaShare,0,%
clock_network,ctsHoldBuffers,0,
sta,min_period_over_period,89.0,%
cells_and_area,share_of_layout_cells_above_drive_strength_1,15.6,%
cells_and_area,final-seq-area,0,sq um
clock_network,cts-resized-gates,0,
pwr,power_per_cell_area,74.0,nW/um^2
detailed_routing,routed-via-count,1392,
global_route,gr-usage-all-layers,5.85,%
synthesis,biggest_combinational_cell_group_after_synthesis,"multiplexers",
synthesis,synth.largest_area_cell,"sky130_fd_sc_hd__mux2_4",
setup_path,endpoint_kind,"output pin",
synthesis,yosys_warnings,0,
global_route,antenna_found_initial,0,
synthesis,synth.distinct_cells,24,
synthesis,yosys.area_share.simple,11.0,%
worst_hold_path,holdCritPathClass,"in2out",
floorplanning,dieHeight,120,um
place,place_hpwl,4220,um
[final timing paths]
check and to:
min deq_2, max dout[1]
[worst max-delay path, cell delays in order]
cell	delay, ns
sky130_fd_sc_hd__clkdlybuf4s50_1	0.48
sky130_fd_sc_hd__inv_1	0.05
sky130_fd_sc_hd__ha_1	0.29
sky130_fd_sc_hd__and3_1	0.21
sky130_fd_sc_hd__a221oi_2	0.21
sky130_fd_sc_hd__o31ai_1	0.11
sky130_fd_sc_hd__a211o_1	0.34
sky130_fd_sc_hd__a2111oi_4	0.31
sky130_fd_sc_hd__buf_4	0.47
sky130_fd_sc_hd__mux2_2	0.39
sky130_fd_sc_hd__clkdlybuf4s50_1	0.42
[cells by family (layout without fill, tap and decap cells)]
| family | count (synthesis) | after routing |
|---|---|---|
| muxes | 32 | 32 |
| adders and majority gates | 31 | 31 |
| AOI/OAI and AO/OA | 23 | 23 |
| and+or+nand+nor | 29 | 29 |
| buffers and inverters | 34 | 135 |
[per-layer routing]
| metal | wire, um | vias to the layer above | share of wire (%) | global-route usage [%] |
|---|---|---|---|---|
| li1 | - | 731 | - | - |
| met1 | 2110 | 607 | 46 | 7.59 |
| met2 | 2060 | 54 | 45 | 9.90 |
| met3 | 379 | 0 | 8.3 | 1.81 |
| met4 | 0 | 0 | 0 | 0 |
| met5 | 0 | - | 0 | 0 |
[through the flow]
step	instance area (sq um)	worst slack (ns)	total power [mW]
finish	2510	0.737	0.186
global route	2510	0.505	0.205
CTS	2510	0.690	0.190
detailed placement	2510	0.701	0.189
global placement	2510	0.738	0.188
floorplan	1340	1.85	0.0868
[power by group through the flow]
| stage | clock network (mW) | registers [mW] | logic, mW |
|---|---|---|---|
| finish | 0 | 0 | 0.186 |
| CTS | 0 | 0 | 0.190 |
| global route | 0 | 0 | 0.205 |
[area by class of cell]
cell class	count	share of cell area [%]
inverter	31	4.63
tap	133	6.62
multi-input combinational	115	47.5
timing repair buffer	104	41.2
[layout by cell type (no fill, tap or decap), types with 4 or more instances in the layout]
cell	netlist	routed
sky130_fd_sc_hd__a21oi_1	10	10
sky130_fd_sc_hd__mux2_2	4	4
sky130_fd_sc_hd__a21o_1	4	4
sky130_fd_sc_hd__nand3_1	4	4
sky130_fd_sc_hd__nor2_1	6	6
sky130_fd_sc_hd__clkdlybuf4s50_1	0	102
sky130_fd_sc_hd__nand2_1	9	9
sky130_fd_sc_hd__mux2_4	28	28
sky130_fd_sc_hd__ha_1	31	31
sky130_fd_sc_hd__inv_1	31	31
[Yosys cell counts]
| cell type | number |
|---|---|
| sky130_fd_sc_hd__and2_1 | 2 |
| sky130_fd_sc_hd__or2_2 | 1 |
| sky130_fd_sc_hd__a221oi_2 | 1 |
| sky130_fd_sc_hd__o21ai_0 | 2 |
| sky130_fd_sc_hd__nor3_1 | 1 |
| sky130_fd_sc_hd__mux2_2 | 4 |
| sky130_fd_sc_hd__o21a_1 | 1 |
| sky130_fd_sc_hd__mux2_4 | 28 |
| sky130_fd_sc_hd__a21oi_1 | 10 |
| sky130_fd_sc_hd__nand4_1 | 3 |
| sky130_fd_sc_hd__and3_1 | 1 |
| sky130_fd_sc_hd__nand2_1 | 9 |
| sky130_fd_sc_hd__ha_1 | 31 |
| sky130_fd_sc_hd__a2111oi_4 | 2 |
| sky130_fd_sc_hd__a21o_1 | 4 |
| sky130_fd_sc_hd__a221oi_1 | 1 |
| sky130_fd_sc_hd__inv_1 | 31 |
| sky130_fd_sc_hd__buf_6 | 3 |
| sky130_fd_sc_hd__o31ai_1 | 1 |
| sky130_fd_sc_hd__and4_1 | 1 |
| sky130_fd_sc_hd__a211o_1 | 1 |
| sky130_fd_sc_hd__nor2_1 | 6 |
| sky130_fd_sc_hd__nand3_1 | 4 |
| sky130_fd_sc_hd__nand2b_4 | 1 |
Power and IR drop assume default switching activity.
